`design/flow/design.v`:
```
module doa_estimation_6mic (
    input clk,
    input [15:0] tdoas[0:14],   
    output reg [31:0] doa_angle
);
    always @(posedge clk) begin
        doa_angle <= (tdoas[0] - tdoas[1]);   
    end
endmodule
```
`design/flow/run.sh`:
```
#!/bin/bash
# OpenROAD 26Q1-2900-gdf79404cd8, Yosys 0.63+post, stock flow scripts
make -C /OpenROAD-flow-scripts/flow DESIGN_CONFIG=/design/flow/config.mk WORK_HOME=/design/flow/orfs finish
```
`design/flow/config.mk`:
```
export PLATFORM = sky130hd
export DESIGN_NAME = doa_estimation_6mic
export DESIGN_NICKNAME = doa_estimation_6mic
export VERILOG_FILES = /design/flow/design.v
export SDC_FILE = /design/flow/constraint.sdc
export NUM_CORES = 4
export LEC_CHECK = 1
export CORE_AREA = 10 10 113 113
export DIE_AREA = 0 0 123 123
export SYNTH_HDL_FRONTEND = slang
```
`design/flow/constraint.sdc`:
```
current_design doa_estimation_6mic

set clk_period 6.7
set clk_io_pct 0.2

create_clock -name clk0 -period $clk_period [get_ports {clk}]

set non_clock_inputs [all_inputs -no_clocks]
set_input_delay [expr $clk_period * $clk_io_pct] -clock clk0 $non_clock_inputs
set_output_delay [expr $clk_period * $clk_io_pct] -clock clk0 [all_outputs]
```
==> flow_metrics.env <==
# flow metrics
export IMPL_antenna_found_initial=0
export IMPL_syn_area_per_cell_um2=8.08
export IMPL_top_regs="doa_angle x17"
export IMPL_grt_overflow=0
export IMPL_ys_cells=173
export IMPL_cp_slowest_stage_delay_ns=0.46
export IMPL_placed_cell_area_um2=2080
export IMPL_antenna_left=0
export IMPL_hold_buffers=0
export IMPL_die_width_um=123
export IMPL_syn_area_um2=1400
export IMPL_cp_num_buf_inv=2
export IMPL_regMostFlops="doa_angle"
export IMPL_fp_util=0.135
export IMPL_largest_reg_flops=17
export IMPL_grt_pass1_vias=1281
export IMPL_drcViolationCount=0
export IMPL_top_cells_by_area="dfxtp_1 24%, ha_1 14%, buf_4 8.1%"
export IMPL_p_per_area_nw_per_um2=176
export IMPL_post_cts_setup_buffers=0
export IMPL_area_delta_synth_final_pct=51.8
export IMPL_largest_area_cell="dfxtp_1"
export IMPL_slowest_stage="clkdlybuf4s50_1"
export IMPL_finalCriticalPeriod_ns=3.28
export IMPL_synth_cells=173
export IMPL_endpoint_kind="flip-flop"
export IMPL_post_cts_resized=0
export IMPL_synth_flops=17
export IMPL_antenna_cells=0
export IMPL_vias=1301
export IMPL_ir_drop_uv=63.6
export IMPL_clkTransAtPathRegs_ns=0.07
export IMPL_worst_ep_required_time_ns=6.84
export IMPL_timing_max_cap_violations=0
export IMPL_slew_headroom=0.669
export IMPL_lay_top_count="clkdlybuf4s50_1"
export IMPL_synth_cell_types=39
export IMPL_yosys_area_um2=1400
export IMPL_dr_pass1_iters=4
export IMPL_stdcell_area_um2=2120
export IMPL_drv_slew=0
export IMPL_max_freq_ghz=0.305
export IMPL_yosys_stat_seqShare=0.244
export IMPL_rsz0062_at_grt="false"
export IMPL_gp_congestion=0.795
export IMPL_period_used=0.490
export IMPL_cts_made_buffers=3
export IMPL_cts_max_level=1
export IMPL_place_hpwl_um=3610
export IMPL_drive_above_1_share=0.0405
export IMPL_grt_max_degree=17
export IMPL_finalWirelength_um=4210
export IMPL_crit_chain="clkdlybuf4s50_1 -> inv_1 -> ha_1 -> fa_1 -> nor2b_4 -> o31a_4 -> o311ai_4 -> o2111a_1 -> a211o_1"
export IMPL_drtIter0Drc=59
export IMPL_cp_start_kind="input port"
export IMPL_grt_pass1_wl_um=6550
export IMPL_io_buffers=64
export IMPL_netlist_area_leader_share=0.244
export IMPL_clkSinkCount=17
export IMPL_warnings=233
export IMPL_finalSetupViolCount=0
export IMPL_leakage_nw=0.888
export IMPL_path_delay_family="AND-OR/OR-AND gates"
export IMPL_setup_tns_ns=0
export IMPL_fillers=1112
export IMPL_track_usage=0.0536
export IMPL_worstHoldPathType="input port to flip-flop"
export IMPL_hold_viol=0
export IMPL_whs_ns=1.72
export IMPL_die_y_um=123
export IMPL_core_area_um2=10300
export IMPL_critPathMaxFanout=4
export IMPL_worst_pin_slew_ns=0.497
export IMPL_fp_row_count=37
export IMPL_status="complete, no violations"
export IMPL_ioPinCount=273
export IMPL_tritoncts="built"
export IMPL_synth_warnings=0
export IMPL_cts_root_buf="clkbuf_8"
export IMPL_wl_per_cell_um=11.7
export IMPL_vias_per_cell=3.63
export IMPL_ctsLongestPathBuffers=2
export IMPL_chip_area_um2=15100
export IMPL_crit_type="input port to flip-flop"
export IMPL_worstPathArrival_ns=3.42
export IMPL_layout_top_cells="64 x clkdlybuf4s50_1, 24 x inv_1, 17 x dfxtp_1"
==> layer usage <==
metal  GRT usage  wire [um]
met5           0          0
met4     0.00291         19
met3      0.0333        764
met2      0.0797       1600
met1      0.0683       1820
==> final cells by class <==
cell class | instances | area (um2) | share of cell area
Multi-Input combinational cell | 113 | 836 | 0.394
Tap cell | 136 | 170 | 0.0802
Timing Repair Buffer | 64 | 641 | 0.302
Sequential cell | 17 | 340 | 0.160
Inverter | 24 | 90.1 | 0.0425
Clock buffer | 4 | 45.0 | 0.0212
==> logic make-up (layout without fill, tap and decap cells) <==
group                      after synthesis  count (layout)  share of synthesized area
xor gates and xnor gates                 9               9                     0.0564
AOI/OAI and AO/OA                       49              49                      0.251
and+or+nand+nor                         37              37                      0.126
adders and majority gates               17              17                      0.158
muxes                                    1               1                    0.00716
DFF                                     17              17                      0.244
buffers and inverters                   43              92                      0.158
==> power by group <==
| group | leakage (nW) | switching [mW] | internal (mW) | total, mW |
|---|---|---|---|---|
| Combinational | 0.722 | 0.0614 | 0.103 | 0.164 |
| Sequential | 0.143 | 0.00781 | 0.122 | 0.130 |
| Clock | 0.0228 | 0.0378 | 0.0423 | 0.0801 |
==> path summary, 6_finish.rpt <==
kind,to,depth (start not counted),startpoint
setup / recovery,doa_angle[14],9,tdoas[224]
hold / removal,doa_angle[0],4,tdoas[224]
==> synthesized netlist by cell type <==
cell      count
ha_1         16
a211o_1       1
and2_1        1
o21bai_1      1
o2111a_1      1
xor2_1        6
a311oi_2      1
buf_2         3
a31oi_1       2
a221oi_1      1
nor2_1       10
o31a_4        1
clkbuf_1      1
nor2b_1       3
mux2i_1       1
o22ai_1       2
o311ai_0      1
o21a_1        3
inv_1        24
nand2_1      11
fa_1          1
and3_1        2
nand3_1       5
nor3_1        3
a21boi_0      3
a211oi_1      1
dfxtp_1      17
o21ai_2       1
nand2_2       1
buf_4        15
o311ai_4      1
a311oi_1      1
o211ai_1      1
o21ai_0       8
a21oi_1      16
o31ai_1       2
nor2b_4       1
o41ai_1       1
xnor2_1       3
==> through the flow <==
step / util / cells / worst slack (ns) / power [mW]
floorplan: - / 173 / 3.75 / 0.211
global placement: 0.201 / 354 / 3.17 / 0.298
detailed placement: 0.201 / 354 / 3.16 / 0.299
CTS: 0.206 / 358 / 3.42 / 0.383
global route: 0.206 / 358 / 3.34 / 0.403
finish: 0.206 / 358 / 3.42 / 0.374
Power is estimated from default activity; no workload was simulated.
