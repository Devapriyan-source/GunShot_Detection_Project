File: flow/config.mk
export PLATFORM = sky130hd
export DESIGN_NAME = cross_correlation_6mic
export DESIGN_NICKNAME = cross_correlation_6mic
export VERILOG_FILES = /design/flow/design.v
export SDC_FILE = /design/flow/constraint.sdc
export NUM_CORES = 4
export LEC_CHECK = 1
export CORE_UTILIZATION = 30
export SYNTH_HDL_FRONTEND = slang
export SYNTH_MEMORY_MAX_BITS = 65536
File: flow/constraint.sdc
current_design cross_correlation_6mic

set clk_period 17.3
set clk_io_pct 0.2

create_clock -name clk0 -period $clk_period [get_ports {clk}]

set non_clock_inputs [all_inputs -no_clocks]
set_input_delay [expr $clk_period * $clk_io_pct] -clock clk0 $non_clock_inputs
set_output_delay [expr $clk_period * $clk_io_pct] -clock clk0 [all_outputs]
File: flow/design.v
module cross_correlation_6mic (
    input clk,
    input signed [15:0] mic_signals[0:5],   
    output reg signed [31:0] correlations[0:14]   
);
    reg signed [15:0] delay_line[0:5][0:127];   
    integer i, j, k, pair_index;
    always @(posedge clk) begin
        for (j = 0; j < 6; j = j + 1) begin
            delay_line[j][0] <= mic_signals[j];
            for (i = 1; i < 128; i = i + 1) begin
                delay_line[j][i] <= delay_line[j][i - 1];
            end
        end
        pair_index = 0;
        for (j = 0; j < 6; j = j + 1) begin
            for (k = j + 1; k < 6; k = k + 1) begin
                correlations[pair_index] <= 0;
                for (i = 0; i < 128; i = i + 1) begin
                    correlations[pair_index] <= correlations[pair_index] + (delay_line[j][i] * delay_line[k][i]);
                end
                pair_index = pair_index + 1;
            end
        end
    end
endmodule
File: flow/run.sh
#!/bin/bash
# OpenROAD 26Q1-2900-gdf79404cd8, Yosys 0.63+post, stock flow scripts
make -C /OpenROAD-flow-scripts/flow DESIGN_CONFIG=/design/flow/config.mk WORK_HOME=/design/flow/orfs finish
==> summary.txt <==
flow finished, numbers: hold slack=0.241 ns, maxcap violations=0, initial antenna violation count=27, Top cells excl fill/tap=dfxtp_1, inv_1, fa_1, nand2_1, and2_1, clk latency of the worst-skew pair=1.24 ns, row count=434, sw power=10900 uW, crit end category=flop, fin. max-slew vios=0, final worst setup slack=9.23 ns, Routed wire per std cell=15.1 um, dominant kind of combinational cell=adder cells, Crit Path Category=flop to flop, syn_area_per_cell=13.6 sq um, # Cells Yosys=30881, chip area=1400000 sq um, MUX share of area=0.000122, Reg power frac=0.521, initial drt markers=7593, Clock power frac=0.479, die height=1180 um, Setup Buffers After CTS=0, residual DRC count=0, minimum clock period=8.07 ns, I/O pin total=577, Lkg Pwr=0.212 uW, Top cell excl fill/tap=dfxtp_1, CTS tree=yes, clk_skew=0.153 ns, number of synthesized flops with an enable pin=0, Slew headroom=0.255, Setup TNS=0 ns, Syn-to-layout area delta=16.9%, Post-Syn Area=419000 sq um, ANT nets after route=0, Worst Path Arrival=9.17 ns, RePlAce Congestion=0.879, Post-DP HPWL=551000 um, Hold Vio Cnt, Final=0, IO Port Bufs=576, total track usage=0.120, clock sinks=12768, Cell Int Power=46800 uW, met1 Track Usage GR=0.156, PD cells=118 nW/um^2, fill count=131597, Num CTS Buffers=1308, hold_buf cts=0, yosys simple share=0.0551, largest net degree at the start of global routing=65, Cell Type Count=81, XORs/XNORs by Area=0.0121, initial core utilization=0.301, Synth flops=12768, grt met3 use=0.0592, Syn Inst Count=30881, yosys aoi share=0.0165, clock-pin slew on the worst setup and hold paths=0.06 ns, Final setup viols=0, fraction of layout cells with a size suffix above 1=0.0733, yosys synthesis warning count=0, Die X=1180 um, post-synthesis sequential area ratio=0.610, Logic pwr share=0, Req. time, crit path=18.40 ns, core area=1400000 sq um, first-pass GRT wire length=1220000 um, Chip Area, Yosys=419000 sq um, CP Max Fanout=37, Tightest Pin Transition=1.11 ns, Adder Share, Synth=0.253, Clock Tree Buf Depth=6, status=completed, vias per cell=3.79, 1st-pass router iterations=6, crit share post-route=0.467, GR Layer Usage met2=0.176, crit path launch type=flop, unrepaired setup endpoints after global routing=false, total number of vias=195819, post-cts resize count=0, DRT Wirelength=781000 um, Most used DFF post-synth=dfxtp_1, via count of the first global-routing pass=207300, Tool Warnings=26, Hold Path Class=flop to flop, maximum VDD drop=97.4 uV, Fmax=0.124 GHz, Root Buffer Master=clkbuf_16, switching fraction of total power=0.189, H-tree Lvls=7, GR Overflow Total=0, Most Crowded Layer GR=met2, DP Worst Slack=9.18 ns, asr flop ratio synth=0
-- logic make-up after synthesis --
| family | after synthesis |
|---|---|
| adder cells (fa/ha/maj) | 5850 |
| AND-OR/OR-AND | 1048 |
| AND/OR/NAND/NOR | 4641 |
| XOR/XNOR | 580 |
| flip-flops | 12768 |
| buffers and inverters | 5989 |
| multiplexers | 5 |
-- sequential cells by signal, indices dropped and copies added, names as in the netlist --
register / count
correlations: 480
delay_line: 12288
-- worst max-delay path: stages, from the launching register on --
cell      delay [ns]
dfxtp_4         0.60
buf_4           0.46
buf_4           0.61
nand2_1         0.25
inv_1           0.14
fa_1            0.52
inv_1           0.14
fa_1            0.44
inv_1           0.35
fa_1            0.52
fa_1            0.51
fa_1            0.49
inv_1           0.05
fa_1            0.48
inv_1           0.04
ha_1            0.31
and3_1          0.20
a221oi_1        0.55
o21ai_0         0.17
a221oi_1        0.35
nor2_1          0.11
a211oi_1        0.30
nand2_1         0.14
xor2_1          0.16
-- Yosys cell counts, types with 13 or more instances --
| master | number | share of area |
|---|---|---|
| a211o_1 | 16 | 0.00033 |
| a211oi_1 | 41 | 0.00073 |
| a21boi_0 | 14 | 0.00025 |
| a21o_1 | 158 | 0.0028 |
| a21oi_1 | 305 | 0.0036 |
| a31oi_1 | 32 | 0.00048 |
| and2_1 | 1841 | 0.027 |
| and3_1 | 41 | 0.00061 |
| buf_1 | 14 | 0.00013 |
| clkbuf_1 | 863 | 0.0077 |
| dfxtp_1 | 12768 | 0.61 |
| fa_1 | 4380 | 0.21 |
| ha_1 | 1470 | 0.044 |
| inv_1 | 5110 | 0.046 |
| nand2_1 | 1945 | 0.017 |
| nand2b_1 | 110 | 0.0016 |
| nand3_1 | 87 | 0.0010 |
| nand3b_1 | 13 | 0.00023 |
| nand4_1 | 16 | 0.00024 |
| nor2_1 | 377 | 0.0034 |
| nor2b_1 | 50 | 0.00075 |
| nor3_1 | 76 | 0.00091 |
| nor4_1 | 15 | 0.00022 |
| o211ai_1 | 21 | 0.00038 |
| o21a_1 | 71 | 0.0013 |
| o21ai_0 | 182 | 0.0022 |
| o21bai_1 | 44 | 0.00079 |
| o31ai_1 | 25 | 0.00045 |
| or2_2 | 16 | 0.00024 |
| or3_1 | 31 | 0.00046 |
| xnor2_1 | 456 | 0.0095 |
| xor2_1 | 124 | 0.0026 |
-- stage by stage --
step,std cells,power (uW),area [sq um],util
global placement,49347,30700,447000,0.320
finish,51643,57700,490000,0.351
CTS,51604,58900,490000,0.351
detailed placement,49347,30700,447000,0.320
global route,51627,60200,490000,0.351
floorplan,30881,30700,419000,-
-- power by group through the flow --
stage         combinational, uW  sequential (uW)  clock (uW)
CTS                        20.5            30100       28800
global route               22.3            30100       30100
finish                     20.4            30100       27600
-- final cells by class --
type | count | area, sq um | area share
Antenna cell | 39 | 97.6 | 0.000199
Clock buffer | 1806 | 37400 | 0.0762
Clock inverter | 451 | 5860 | 0.0119
Inverter | 5111 | 19200 | 0.0391
Multi-Input combinational cell | 12124 | 141000 | 0.288
Sequential cell | 12768 | 256000 | 0.522
Tap cell | 18530 | 23200 | 0.0473
Timing Repair Buffer | 814 | 7530 | 0.0154
-- worst paths after layout --
kind | from | end | slack, ns | cells past startpoint
worst max-delay path | delay_line[2][1] | correlations[253] | 9.23 | 23
worst min-delay path | delay_line[2][2161] | delay_line[2][2145] | 0.24 | 0
worst max register to register | delay_line[2][1] | correlations[253] | 9.23 | 23
worst min register to register | delay_line[2][2161] | delay_line[2][2145] | 0.24 | 0
-- routing by layer --
layer / vias to the layer above / wire length (um)
met2: 5857 / 343000
met3: 1665 / 88200
met4: 14 / 34800
met5: - / 1100
met1: 94121 / 315000
li1: 94162 / -
Power and IR drop assume default switching activity.
