--- run.sh ---
#!/bin/bash
# OpenROAD 26Q1-2900-gdf79404cd8, Yosys 0.63+post, stock flow scripts
make -C /OpenROAD-flow-scripts/flow DESIGN_CONFIG=/design/flow/config.mk WORK_HOME=/design/flow/orfs finish
--- config.mk ---
export PLATFORM = sky130hd
export DESIGN_NAME = tdoa_calculation_6mic
export DESIGN_NICKNAME = tdoa_calculation_6mic
export VERILOG_FILES = /design/flow/design.v
export SDC_FILE = /design/flow/constraint.sdc
export NUM_CORES = 4
export LEC_CHECK = 1
export CORE_AREA = 10 10 362 362
export DIE_AREA = 0 0 372 372
export SYNTH_HDL_FRONTEND = slang
--- constraint.sdc ---
current_design tdoa_calculation_6mic

set clk_period 3.6
set clk_io_pct 0.2

create_clock -name clk0 -period $clk_period [get_ports {clk}]

set non_clock_inputs [all_inputs -no_clocks]
set_input_delay [expr $clk_period * $clk_io_pct] -clock clk0 $non_clock_inputs
set_output_delay [expr $clk_period * $clk_io_pct] -clock clk0 [all_outputs]
--- design.v ---
module tdoa_calculation_6mic (
    input clk,
    input signed [31:0] correlations[0:14],   
    output reg [15:0] tdoas[0:14]   
);
    reg signed [31:0] max_correlation[0:14];
    reg [15:0] max_index[0:14];
    integer i, j;
    always @(posedge clk) begin
        for (j = 0; j < 15; j = j + 1) begin
            max_correlation[j] <= correlations[j];
            max_index[j] <= 0;
            for (i = 0; i < 128; i = i + 1) begin
                if (correlations[j] > max_correlation[j]) begin
                    max_correlation[j] <= correlations[j];
                    max_index[j] <= i;
                end
            end
            tdoas[j] <= max_index[j];
        end
    end
endmodule
==> metrics.cfg <==
[run_status]
status = finished clean

[global_routing]
grt_max_degree = 16
grt_util_met2 = 0.1468
grt_pass1_vias = 17206
grt_use_met3 = 0.03035
grtUsageTotal = 0.09423
gr-usage-met1 = 0.1245
gr-total-overflow = 0
grt_pass1_wl_mm = 98.99
antenna_found_initial = 27
top_usage_layer = met2

[job]
warnings = 26
max-cap-violations = 0

[synthesis]
edf_count = 0
top_area_frac = 0.4259
ys.flops = 510
yosys-stat-cells = 2431
ys_warn_count = 0
synth-async-reset-ratio = 0
netlist.top_cell.by_area = dfxtp_1
yosysChipArea_um2 = 23970
syn_inst = 2431
syn_avg_cell_area_um2 = 9.860
synth_cell_types = 22
most_common_cell = dfxtp_1
flop_cell = dfxtp_1
synth.area.top_cells = dfxtp_1 (43%), ha_1 (25%), inv_1 (7.5%), buf_4 (7.0%), a21oi_1 (3.4%)
ys_top_cells_by_count = dfxtp_1 (510), ha_1 (480), inv_1 (480), buf_4 (225), a21oi_1 (165)
syn_area_um2 = 23970
ys_seq_frac = 0.4259

[clock_tree]
cts.sinks = 510
cts.htree.levels = 2
clkTransAtPathRegs_ns = 0.06
cts.repair.resized = 0
cts-root-buf = clkbuf_16
cts-buffers-inserted = 59
cts_setup_buffers = 0
cts-hold-fix-buffers = 0
tritoncts = done
insertion_delay_ns = 0.64
clock_path_buffers = 3

[final_timing]
hold_viol = 0
period_used_share = 0.7031
fin_worst_skew_ns = 0.01560
setup_tns_ns = 0
worst_pin_slew_ns = 0.6155
rsz0062_at_grt = false
slew_headroom = 0.5859
clock.fmax_mhz = 395.1
min_period_ns = 2.531
setup_viol = 0
slew_violations = 0
holdWs_ns = 0.3253
setup_ws_ns = 1.069

[cells_and_area]
fin_area_um2 = 32690
fin_util = 0.2651
fillers = 12890
regArea_um2 = 10210
area_delta_synth_final_pct = 36.39
logic_area_um2 = 10770
drive_gt1_frac = 0.03587

[setup_path]
endpoint_kind = flop
start_kind = input pin
crit_start = correlations[325]
reg2reg_to = max_index[4][5]
critical_path_class = in2reg
crit_path_cell_trace = clkdlybuf4s50_1 > ha_1 > a21oi_1 > buf_4 > o21ai_0 > a221o_1 > o31ai_1 > o2111ai_1 > mux2i_1
cp.required_ns = 4.12
critical-path-slowest-cell = clkdlybuf4s50_1
critPathCapture = max_index[4][5]
rrSetupSlack_ns = 1.29
timing.rr.start = max_correlation[4][5]
r2r_cells = 9
cp_max_fo = 2
arrival_ns = 3.05
critPathMaxStageDelay_ns = 0.42

[place]
hpwl_mm = 56.67
place.gp.congestion = 0.8651
dpl_worst_slack_ns = 0.3154
dpl_cell_area_um2 = 30760
portBuffers = 585

[detailed_routing]
drt_iter0_drc = 447
wirelength_mm = 66.83
drc_errors = 0
avgViaCountPerCell = 3.633
drtAntennaViolNets = 0
via_count = 17036
drtPass1Iterations = 5
wl_per_cell_um = 14.25

[power]
p_leak_uw = 0.01576
power_density_nw_per_um2 = 436.1
ir_worst_vdd_mv = 0.3151

[worst_hold_path]
hold_class = reg2reg
hp-start = max_index[9][5]

[floorplan]
rows = 129
ios = 721
die-width_um = 372
die_height_um = 372
fp_util = 0.1944
core_um2 = 123300
die_area_um2 = 138400

==> area by class of cell <==
cell class                      count  area share
Multi-Input combinational cell   1350      0.3295
Inverter                          480     0.05511
Clock inverter                     14    0.005970
Clock buffer                       90     0.05209
Tap cell                         1637     0.06265
Timing Repair Buffer              595      0.1814
Antenna cell                       13   0.0009950
Sequential cell                   510      0.3123
==> state kept, by name, indices dropped and copies added, names as in the netlist <==
register         cells
tdoas               15
max_correlation    480
max_index           15
==> per-layer routing <==
metal | wire (um) | share of wire
met5 | 161 | 0.0024
met4 | 2351 | 0.035
met3 | 5491 | 0.082
met2 | 29750 | 0.45
met1 | 29090 | 0.44
==> where the power goes <==
part | switching, uW | total [uW] | internal (uW) | leakage, uW
logic | 866 | 2180 | 1310 | 0.0105
registers | 133 | 6120 | 5990 | 0.00430
clock network | 2440 | 5960 | 3520 | 0.000928
==> through the flow <==
step / cells / power [uW]
floorplan: 2565 / 7430
global placement: 4572 / 8431
detailed placement: 4572 / 8445
CTS: 4676 / 14550
global route: 4682 / 15070
finish: 4689 / 14260
==> cell families after synthesis <==
| logic type | synth area share |
|---|---|
| and+or+nand+nor | 0.06968 |
| buffers and inverters | 0.1456 |
| other | 0.0001564 |
| DFF | 0.4259 |
| AOI/OAI and AO/OA | 0.1018 |
| muxes | 0.006264 |
| adders and majority gates | 0.2505 |
==> placed cells by master, fill, tap and decap left out <==
| cell type | n |
|---|---|
| a21boi_1 | 15 |
| diode_2 | 13 |
| a211oi_1 | 15 |
| dfxtp_1 | 510 |
| clkbuf_1 | 20 |
| nand4_1 | 105 |
| nor2b_1 | 15 |
| a21oi_2 | 15 |
| buf_4 | 10 |
| o2111ai_1 | 15 |
| mux2i_1 | 15 |
| nor2_1 | 45 |
| clkbuf_16 | 59 |
| clkbuf_8 | 11 |
| inv_1 | 480 |
| clkinvlp_4 | 1 |
| o31ai_1 | 15 |
| nand2_1 | 90 |
| clkinv_8 | 2 |
| conb_1 | 135 |
| clkinv_2 | 7 |
| bufinv_16 | 4 |
| clkdlybuf4s50_1 | 585 |
| a21o_1 | 60 |
| a221o_1 | 15 |
| nor4_1 | 30 |
| nand3_1 | 45 |
| o21ai_0 | 60 |
| ha_1 | 480 |
| a21oi_1 | 165 |
| o211ai_1 | 15 |
==> critical path: cells and delay by family <==
family | cells | cell delay, ns
adder cells (fa/ha/maj) | 1 | 0.32
AND-OR/OR-AND | 5 | 1.25
buffers and inverters | 2 | 0.61
multiplexers | 1 | 0.14
==> worst min path at each step <==
stage | slack, ns | end | depth (start not counted)
after CTS | 0.32 | tdoas[102] | 0
after global routing | 0.33 | tdoas[86] | 0
final | 0.33 | tdoas[86] | 0
No activity file was given, so power comes from the tool's default toggle rates.
